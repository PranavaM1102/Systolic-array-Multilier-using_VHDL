## ./run.sh

```bash
#!/bin/bash
# OpenROAD 26Q1-2900-gdf79404cd8, Yosys 0.63+post, stock flow scripts
make -C /OpenROAD-flow-scripts/flow DESIGN_CONFIG=/design/flow/config.mk WORK_HOME=/design/flow/orfs finish
```

## ./config.mk

```make
export PLATFORM = sky130hd
export DESIGN_NAME = Array_multiplier
export DESIGN_NICKNAME = Array_multiplier
export VERILOG_FILES = /design/flow/design.v
export SDC_FILE = /design/flow/constraint.sdc
export NUM_CORES = 4
export LEC_CHECK = 1
export CORE_UTILIZATION = 30
```

## ./constraint.sdc

```tcl
current_design Array_multiplier

set clk_period 26.2
set clk_io_pct 0.2

create_clock -name clk0 -period $clk_period [get_ports {clk}]

set non_clock_inputs [all_inputs -no_clocks]
set_input_delay [expr $clk_period * $clk_io_pct] -clock clk0 $non_clock_inputs
set_output_delay [expr $clk_period * $clk_io_pct] -clock clk0 [all_outputs]
```

## ./design.v

```verilog
`timescale 1ns / 1ps
module Array_multiplier(
	input [31:0] dataa1,
	input [31:0] datab1,
	input [31:0] dataa2,
	input [31:0] datab2,
	input [31:0] dataa3,
        input [31:0] datab3,
	input clk, rst,
	output reg [63:0] adder_out1,
	output reg [63:0] adder_out2,
    output reg [63:0] adder_out3,
    output reg [63:0] adder_out4,
        output reg [63:0] adder_out5,
        output reg [63:0] adder_out6,
        output reg [63:0] adder_out7,
        output reg [63:0] adder_out8,
            output reg [63:0] adder_out9
    );
    reg  [31:0] dataa_reg=0, datab_reg=0,dataa2_reg=0, datab2_reg=0,dataa3_reg=0, datab3_reg=0;
    reg  [31:0] dataa_reg1=0, datab_reg1=0,dataa2_reg1=0, datab2_reg1=0,dataa3_reg1=0, datab3_reg1=0;
    reg  [31:0] dataa_reg2=0, datab_reg2=0,dataa2_reg2=0, datab2_reg2=0,dataa3_reg2=0, datab3_reg2=0;
    reg  [31:0] dataa_reg3=0, datab_reg3=0,dataa2_reg3=0, datab2_reg3=0,dataa3_reg3=0, datab3_reg3=0;
            wire [63:0] o1,o2,o3,o4,o5,o6,o7,o8,o9;
    mac1 m1(dataa1,datab1,clk,rst,o1);
     always@(posedge clk )
    begin
        dataa_reg<=dataa1;
        datab_reg<=datab1;
                              datab2_reg<=datab2; 
                              dataa2_reg<=dataa2;
                                         datab3_reg<=datab3; 
                                         dataa3_reg<=dataa3;        
                             end      
    mac1 m2(dataa_reg,datab2_reg,clk,rst,o2);
       mac1 m4(dataa2_reg,datab_reg,clk,rst,o4);
       always@(posedge clk )
                            begin
                                datab_reg1<=datab_reg; 
                                dataa_reg1<=dataa_reg;
                                                      datab2_reg1<=datab2_reg; 
                                                      dataa2_reg1<=dataa2_reg;
                                                                 datab3_reg1<=datab3_reg; 
                                                                 dataa3_reg1<=dataa3_reg;         
                            end  
       mac1 m5(dataa2_reg1,datab2_reg1,clk,rst,o5);
       mac1 m3(dataa_reg1,datab3_reg1,clk,rst,o3);
       mac1 m7(dataa3_reg1,datab_reg1,clk,rst,o7);
       always@(posedge clk )
                            begin
                                datab_reg2<=datab_reg1; 
                                dataa_reg2<=dataa_reg1;
                                                      datab2_reg2<=datab2_reg1; 
                                                      dataa2_reg2<=dataa2_reg1;
                                                                 datab3_reg2<=datab3_reg1; 
                                                                 dataa3_reg2<=dataa3_reg1;         
                            end
      mac1 m8(dataa3_reg2,datab2_reg2,clk,rst,o8);
      mac1 m6(dataa2_reg2,datab3_reg2,clk,rst,o6);
always@(posedge clk )
                                  begin
                                      datab_reg3<=datab_reg2; 
                                      dataa_reg3<=dataa_reg2;
                                                            datab2_reg3<=datab2_reg2; 
                                                            dataa2_reg3<=dataa2_reg2;
                                                                       datab3_reg3<=datab3_reg2; 
                                                                       dataa3_reg3<=dataa3_reg2;         
                                  end         
      mac1 m9(dataa3_reg3,datab3_reg3,clk,rst,o9);                            
    always@*
    begin
            adder_out1<=o1;
            adder_out2<=o2;
            adder_out3<=o3;
            adder_out4<=o4;
            adder_out5<=o5;
            adder_out6<=o6;
                        adder_out7<=o7;
                        adder_out8<=o8;
                        adder_out9<=o9;
    end           
endmodule
module mac1
(
	input [31:0] dataa,
	input [31:0] datab,
	input clk, rst,
	output reg [63:0] adder_out
);
	reg  [31:0] dataa_reg, datab_reg;
	reg	 [31:0] old_result;
	wire [63:0] multa;
	assign multa = dataa_reg * datab_reg;
	always @ (adder_out)
	begin
		if (0)
			old_result <= 0;
		else
			old_result <= adder_out;
	end
	always @ (posedge clk or posedge rst)
	begin
		if (rst)
		begin
			dataa_reg <= 0;
			datab_reg <= 0;
			adder_out <= 0;
		end
		else if (1)
		begin
			dataa_reg <= dataa;
			datab_reg <= datab;
			adder_out <= old_result + multa;
		end
	end
endmodule
```

==> metrics.yaml <==
maxCapViolCount: 0
outcome: "finished, final reports clean"
numCtsBuffers: 244
combGateArea_um2: 267000
clock_latency_ps: 1160
gp_congestion: 0.952
ys.flops: 1728
max_stage_delay_ps: 630
drc: 0
synth_area_per_cell_um2: 9.69
stage_log_warnings: 32
tns_ps: 0
yosysChipArea_um2: 348000
yosys_cells: 35900
drt-pass1-iter-count: 5
clkTransAtPathRegs_ps: 60
clock-root-buffer: "clkbuf_16"
overflow: 0
slowest_stage: "dfrtp_1"
synthesis.area_um2: 348000
n_fill_cell: 118000
dpl.hpwl_mm: 875
slew_headroom_pct: 39.9
layout-drive-gt1-share_pct: 3.51
grt_usage_pct: 20.4
ff_latch_area_um2: 40400
antenna_found_initial: 176
grt_start_max_net_pins: 106
numClockSinks: 1728
core_area_um2: 1160000
hold_class: "flip-flop to flip-flop"
period_used_pct: 33.3
antenna_left: 0
vias: 234000
cp_max_fo: 21
ys_sh_aoi_pct: 3.30
placed_cells: 50700
dieHeight_mm: 1.08
simple_gate_area_share_pct: 15.5
cts_max_path_buffers: 5
timing.fmax_ghz: 0.115
ys_top_cells_by_area: "fa_1 (48%), and2_1 (9.8%), inv_1 (9.5%)"
yosysWarnings: 2
tightest_slew_ps: 901
synthArstFlopShare_pct: 66.7
post-place-ws_ps: 16960
dieArea_um2: 1160000
pin_count: 770
post_cts_resized: 0
layout_setup_ws_ps: 17470
postCtsSetupBuffers: 0
synth.area.mux_share_pct: 0.0173
path_class: "flip-flop to flip-flop"
top_area_cell: "fa_1"
drt_iter0_drc: 8892
fin_skew_ps: 127
die_x_mm: 1.08
crit_path_end_kind: "flip-flop"
ys_seq_share_pct: 11.6
path_common_cell: "fa_1"
portBuffers: 769
syn_inst: 35900
fin_cells: 51800
period_minus_slack_ps: 8730
finalHoldViolations: 0
htree_levels: 4
crit_required_ps: 27180
hold_slack_ps: 307
cts_tree: "built"
floorplan.core_util_pct: 30.1
grt_pass1_vias: 261000
grt_pass1_wl_mm: 1670
rows: 395
wire_per_inst_um: 21.1
syn2layout_area_growth_pct: 10.1
setup_viol: 0
yosysUniqueCellTypes: 106
crit_arrival_ps: 9710
ff_type: "dfrtp_1"
fa_ha_area_share_pct: 56.6
edf_count: 0
ys_top_logic_family: "adder cells"
yosysTopAreaCellShare_pct: 48.1
drt-total-wl_mm: 1090
ys_sh_xor_pct: 1.39
avgViaCountPerCell: 4.51
final-max-slew-violation-count: 0
crit_path_start_kind: "flip-flop"
rsz0062_at_grt: "no"
cts_hold_buffers: 0
## critical path: cells and delay by family (launching register included)
family	cells	cell delay, ps
adders and majority gates	9	4470
buffers and inverters	7	700
and+or+nand+nor	4	970
xor gates and xnor gates	1	160
DFF	1	630
AOI/OAI and AO/OA	5	1660
## layout by cell type (no fill, tap or decap), drive strengths merged, types with 55 or more instances in the layout
master         count
inv             8856
fa              8352
and2            5441
nand2           4160
ha              2367
dfrtp           1152
clkdlybuf4s50    768
buf              727
diode            616
a21oi            583
dfxtp            576
a21o             354
xnor2            349
clkbuf           299
o21ai            293
nor2             255
xor2             203
nand4            120
nand3            116
o21bai           111
a31oi             76
and3              59
clkinv            56
nor3              55
## stage by stage
stage | instance area, um2 | util, %
after global routing | 382000 | 33.1
after CTS | 381000 | 33.0
final | 383000 | 33.1
after floorplan | 348000 | -
after global placement | 373000 | 32.3
after detailed placement | 373000 | 32.3
## area by class of cell
type	count	area share [%]
well taps	15300	5.00
multi-input cells	23400	69.8
diodes	616	0.403
repair buffers	1495	3.44
inverters	8803	8.64
clock inverters	151	0.437
flip-flops and latches	1728	10.6
clock buffers	299	1.74
## Yosys cell counts (28+ instances only)
| cell | instances |
|---|---|
| xor2_1 | 203 |
| nand4_1 | 120 |
| nand2_1 | 4160 |
| nand2b_1 | 42 |
| fa_1 | 8352 |
| dfxtp_1 | 576 |
| nor2b_1 | 53 |
| and3_1 | 54 |
| clkbuf_1 | 1887 |
| nand3_1 | 116 |
| inv_1 | 8803 |
| a21oi_1 | 570 |
| a21o_1 | 353 |
| o21ai_0 | 259 |
| a211oi_1 | 40 |
| o21bai_1 | 110 |
| nor2_1 | 255 |
| o21ai_1 | 28 |
| a31oi_1 | 74 |
| xnor2_1 | 349 |
| and2_1 | 5440 |
| nor3_1 | 55 |
| dfrtp_1 | 1152 |
| o21a_1 | 49 |
| ha_1 | 2367 |
## layer usage
metal	GRT usage, %	part of all wire, %	up-vias
li1	-	-	103000
met1	24.1	36	120000
met2	29.7	44	9000
met3	13.0	15	1503
met4	8.61	5.2	74
met5	1.10	0.16	-
## path summary, 6_finish.rpt
path | depth (start not counted) | slack, ps | to | from
setup / recovery | 26 | 17470 | m1.adder_out[57] | m1.dataa_reg[7]
hold / removal | 0 | 310 | m9.datab_reg[16] | datab3_reg3[16]
hold reg to reg | 0 | 310 | m9.datab_reg[16] | datab3_reg3[16]
min in group asynchronous | 2 | 4570 | m6.adder_out[34] | rst
setup reg to reg | 26 | 17470 | m1.adder_out[57] | m1.dataa_reg[7]
max in group asynchronous | 7 | 18390 | m9.dataa_reg[2] | rst
## cell families after synthesis
family / count (synthesis)
adders and majority gates: 10700
buffers and inverters: 10700
and+or+nand+nor: 10400
AOI/OAI and AO/OA: 1755
DFF: 1728
xor gates and xnor gates: 552
muxes: 6
